==> flow/design.v <==
module test(
  input[1:0]a,b,
  output reg [3:0]out,
  input [1:0]mode);
  task alu;
    input[1:0]a,b;
    output[3:0]out;
    begin
      case(mode)
        0:out=a+b;
        1:out=a-b;
        2:out=a*b;
        3:out=a/b;
      endcase
    end
  endtask
  always@(*)
    begin
      alu(a,b,out);
    end
endmodule
==> flow/run.sh <==
#!/bin/bash
# OpenROAD 26Q1-2900-gdf79404cd8, Yosys 0.63+post, stock flow scripts
make -C /OpenROAD-flow-scripts/flow DESIGN_CONFIG=/design/flow/config.mk WORK_HOME=/design/flow/orfs finish
==> flow/config.mk <==
export PLATFORM = sky130hd
export DESIGN_NAME = test
export DESIGN_NICKNAME = test
export VERILOG_FILES = /design/flow/design.v
export SDC_FILE = /design/flow/constraint.sdc
export NUM_CORES = 4
export LEC_CHECK = 1
export CORE_AREA = 10 10 70 70
export DIE_AREA = 0 0 80 80
==> flow/constraint.sdc <==
current_design test

set clk_period 1.4
set clk_io_pct 0.2

create_clock -name clk0 -period $clk_period

set non_clock_inputs [all_inputs -no_clocks]
set_input_delay [expr $clk_period * $clk_io_pct] -clock clk0 $non_clock_inputs
set_output_delay [expr $clk_period * $clk_io_pct] -clock clk0 [all_outputs]
==> flow_summary.toml <==
# synthesis and place-and-route metrics
[global_route]
grt_use_total = 0.0369
grt_pass1_vias = 430
grt_overflow_total = 0
grt_max_degree = 6
antenna_found_initial = 0
grt_pass1_wl_um = 2040

[power_and_ir_drop]
vdd_drop_max_uv = 105
power_density_mw_per_mm2 = 307
finalPower_mw = 0.266
cellLeakagePower_nw = 0.376

[yosys]
ys_sh_simple = 0.171
netlist_area_um2 = 417
ys_cells = 48
fa_ha_area_frac = 0.456
ys_seq_share = 0
yosys.cell_types.count = 24
synthMuxAreaShare = 0.156
ys_top_logic_family = "adder cells"
postSynthAreaPerCell_um2 = 8.68
top_area_frac = 0.360
yosys_warnings = 1
synthTopCellsByArea = "ha_1 (36%), fa_1 (9.6%), o21ai_0 (6.0%)"
yosys_area_um2 = 417
syn_inst = 48
synth-xor-area-share = 0
synth.cellmix.compoundShare = 0.153
top_area_cell = "ha_1"

[floorplan]
ioPinCount = 10
row_count = 21
initCoreUtil = 0.122
chip_area_mm2 = 0.00640
core_area_mm2 = 0.00342
die_y_um = 80
die_w_um = 80

[timing]
worst_slack_ns = -1.29
max_freq_mhz = 371
rsz0062_at_grt = "yes"
setup_viol = 4
hold_violations = 0
period_used_share = 1.92
finalMaxSlewViolations = 0
fin_crit_ns = 2.69

[cells_and_area]
mostFrequentLayoutCells = "buf_4 (14), ha_4 (7), buf_6 (7)"
nClkBuffers = 0
instances_no_fill = 123
final_common_cell = "buf_4"
final_design_area_no_fill_um2 = 866
drive_gt1_frac = 0.636
regArea_um2 = 0
nFlopsAndLatches = 0
areaGrowthSynthToFinish_pct = 108

[setup_path]
path_cells = "buf_12 > inv_12 > ha_4 > or3_4 > and3_4 > a211o_1 > mux2_4 > ha_4 > a21o_1 > a31oi_2 > o21ai_1 > buf_2"
crit_top_cell = "ha_4"
crit_arrival_ns = 2.41
critPathRequiredTime_ns = 1.12
slowest_stage = "or3_4"
end_kind = "primary output"
path_delay_family = "AND-OR/OR-AND gates"
crit_buf_inv = 3
crit_path_start_kind = "primary input"
max_stage_delay_ns = 0.35
crit_type = "primary input to primary output"
cp_max_fo = 2

[route]
routedWlPerCell_um = 9.41
drc = 0
num_antenna_cells = 0
finalWirelength_um = 1160
drt_iter0_drc = 10
vias = 430
dr.pass1.iters = 4
routed_via_density = 3.50
antenna_left = 0

[placement]
hpwl_um = 987
io_buffers = 10
dp_cells = 119
place_congestion = 0.798
pre_cts_ws_ns = -2.26
post_dp_cell_area_um2 = 764

[status]
status = "complete, but fails checks"
violations = "setup timing"

[job]
warning_count = 40
drv_cap = 0

[worst_hold_path]
min_path_type = "primary input to primary output"
cell usage after synthesis:
master     n
and3_1     1
a311oi_1   1
mux2_2     1
a211o_1    1
nand3b_1   1
nand2_1    2
clkbuf_1   1
or2_2      1
conb_1     1
ha_1      12
a21o_1     1
nor2_1     2
inv_1      5
nand2b_1   1
fa_1       2
nand2b_2   1
mux4_2     1
mux2_1     1
a31oi_1    1
o211ai_1   1
o21ai_0    5
or3_1      1
nor3b_1    2
mux2i_1    2
power breakdown:
group / internal [mW] / total [mW] / switching [mW]
clock network: 0 / 0 / 0
logic: 0.159 / 0.266 / 0.107
registers: 0 / 0 / 0
what timing repair did:
item / in CTS / in global routing
setup buffers: 3 / 1
pin swaps: 7 / 9
hold buffers: 0 / 0
setup endpoints to repair: 4 / 4
gates resized: 43 / 12
through the flow:
step           hold slack (ns)  setup TNS, ns  utilization
2_1_floorplan            0.591          -1.48            -
3_3_place_gp              1.66          -6.20        0.224
3_5_place_dp              1.65          -6.30        0.224
4_1_cts                   1.12          -3.42        0.232
5_1_grt                   1.14          -3.39        0.253
6_report                  1.10          -3.17        0.253
worst paths after layout:
path  startpoint      to  cells past startpoint
max         b[1]  out[0]                     12
min      mode[1]  out[0]                      4
cell type report:
class	count	area, µm²
inverters	5	43.8
fillers	358	2550
multi-input cells	43	517
repair buffers	29	248
well taps	46	57.6
routing by layer:
metal  vias to the layer above  share of wire  track usage
li1                        231              -            -
met1                       193           0.55       0.0587
met2                         6           0.40       0.0530
met3                         0          0.040      0.00568
met4                         0              0            0
met5                         -              0            0
logic make-up after synthesis:
kind of cell / count (synthesis)
compound gates: 10
fa+ha+maj: 14
buf+inv: 6
mux: 5
other cells: 1
simple gates: 12
No activity file was given, so power comes from the tool's default toggle rates.
