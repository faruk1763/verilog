<file path="design/flow/design.v">
module add(input[2:0] a,b,output reg[3:0] c);
  function [3:0]d;
    input [2:0]a,b;
    begin
      d=a+b;
    end
  endfunction
  always@(*)
    begin
      c=d(a,b);
    end
endmodule
</file>
<file path="design/flow/run.sh">
#!/bin/bash
# OpenROAD 26Q1-2900-gdf79404cd8, Yosys 0.63+post, stock flow scripts
make -C /OpenROAD-flow-scripts/flow DESIGN_CONFIG=/design/flow/config.mk WORK_HOME=/design/flow/orfs finish
</file>
<file path="design/flow/config.mk">
export PLATFORM = sky130hd
export DESIGN_NAME = add
export DESIGN_NICKNAME = add
export VERILOG_FILES = /design/flow/design.v
export SDC_FILE = /design/flow/constraint.sdc
export NUM_CORES = 4
export LEC_CHECK = 1
export CORE_AREA = 10 10 70 70
export DIE_AREA = 0 0 80 80
</file>
<file path="design/flow/constraint.sdc">
current_design add

set clk_period 1.9
set clk_io_pct 0.2

create_clock -name clk0 -period $clk_period

set non_clock_inputs [all_inputs -no_clocks]
set_input_delay [expr $clk_period * $clk_io_pct] -clock clk0 $non_clock_inputs
set_output_delay [expr $clk_period * $clk_io_pct] -clock clk0 [all_outputs]
</file>
==> GITHUB_STEP_SUMMARY <==
## PnR job results

| Metric | Value |
|---|---|
| Max Fanout on Critical Path | 3 |
| Distinct cells, synth | 7 |
| Mean routed wirelength per cell | 5.806 um |
| FP Util | 2.784% |
| Final setup vio count | 0 |
| GP Congestion | 0.7181 |
| Sw Ratio | roughly a third |
| Critical path cell sequence | clkdlybuf4s50_1, ha_1, buf_6, xnor2_1, buf_2 |
| Fin crit period | about 1.9 ns |
| Final period util | around 100% |
| Final WS setup | roughly 0.029 ns |
| Hold path startpoint | b[0] |
| Post-synth top cells | inv_1, ha_1 |
| Pwr Total | around 55 uW |
| Via count of the first global-routing pass | approximately 97 |
| Die X | 80 um |
| Vias per Instance | roughly 1.7 |
| RSZ-0062 raised after global routing | no |
| CP endpoint kind | output port |
| Gr usage total | under 10% |
| Cell taking the most area after synthesis | ha_1 |
| Largest net degree at the start of global routing | 4 |
| CP Launch Point | b[2] |
| Initial drt markers | 0 |
| DP Worst Slack | -0.5685 ns |
| Synth Area per Inst | 7.924 sq um |
| Comb pwr share | ~100% |
| Worst hold margin | 1.300 ns |
| Vias | 120 |
| Slew Viols, Final | 0 |
| Power share of the sequential group | 0% |
| F_max | between 500 and 600 MHz |
| Post-synthesis sequential area ratio | 0% |
| Cell with the most instances after synthesis | inv_1 |
| Post-synth top area share | roughly two fifths |
| Global-route wire length before repair | 538 um |
| Hpwl dp | around 380 um |
| Slew headroom | between 90 and 100% |
| Synth Instances | 12 |
| Die Ht | 80 um |
| Worst Path Required | 1.52 ns |
| Die Size | between 6000 and 7000 sq um |
| Diode count | 0 |
| Initial antenna violation count | 0 |
| Ys cells | 12 |
| Synth warn | 1 |
| Total gr overflow | 0 |
| Routed wire length | around 420 um |
| CP top delay family | buffers and inverters |
| Design internal power | about 37 uW |
| Core footprint | about 3400 sq um |
| Mapped cell area | 95.09 sq um |
| Leak Pwr | approximately 0.12 nW |
| P&R area growth vs syn | 196.1% |
| Worst min path class | input port to output port |
| Post-DRT Antenna Nets | 0 |
| Switch Pwr | ~18 uW |
| PortBufs | 10 |
| Critical path class | input port to output port |
| Number of clock buffers in the layout | 0 |
| FF/Latch Area | 0 sq um |
| Synth area leaders | ha_1, fa_1, inv_1 |
| Share of post-route cells with drive strength above 1 | 42.31% |
| Remaining DRCs | 0 |
| Status | completed |
| Registers | 0 |
| Startpoint Class | input port |
| Largest stage delay, worst path | 0.40 ns |
| Row cnt | 21 |
| Worst VDD drop | about 0.02 mV |
| Yosys synthesis chip area | approximately 95 sq um |
| Max-cap viol count | 0 |
| # hold bufs at CTS | 0 |
| Clk pwr share | 0% |
| Worst path bufs/invs | 3 |
| Hold Vio Cnt, Final | 0 |
| Number of logged tool warnings | 32 |
| Actual slew at the worst max-slew pin | 0.1165 ns |
| Slowest-stage cell, CP | clkdlybuf4s50_1 |
| Router iterations before antenna repair | 1 |
| CP arrival | roughly 1.5 ns |
| Pwr Density | a little under 200 nW/um^2 |
| Boundary pin count | 10 |
[power groups by stage]
| stage | clock network [mW] | logic [mW] | registers [mW] |
|---|---|---|---|
| final | 0 | 0.0548 | 0 |
| after global routing | 0 | 0.0615 | 0 |
| after CTS | 0 | 0.0568 | 0 |
[kinds of logic after synthesis]
| kind of cell | count (synthesis) | synth area share (%) |
|---|---|---|
| AND-OR/OR-AND | 1 | 5.258 |
| XOR/XNOR | 1 | 9.212 |
| adder cells (fa/ha/maj) | 4 | 60.53 |
| buffers and inverters | 4 | 15.78 |
| AND/OR/NAND/NOR | 2 | 9.202 |
[layout make-up]
class | count | area [sq um]
fillers | 408 | 3134
inverters | 4 | 15.01
multi-input cells | 8 | 92.59
well taps | 46 | 57.56
repair buffers | 14 | 116.4
[routing by layer]
layer	global-route usage [%]	vias to the layer above	wire, um	share of wire [%]
li1	-	65	-	-
met1	1.392	50	188	45
met2	2.247	5	217	52
met3	0	0	13	3.1
met4	0	0	0	0
met5	0	-	0	0
[layout by cell type (no fill, tap or decap), drive strengths merged]
cell type      instances
nand2                  1
inv                    4
clkdlybuf4s15          1
buf                    7
a21oi                  1
xnor2                  1
clkdlybuf4s50          3
fa                     1
ha                     3
dlygate4sd2            3
nand3                  1
[per-stage QoR]
stage	cell area, sq um	TNS [ns]	utilization, %	instances
floorplan	95.09	0	-	12
global placement	275.3	-1.350	8.059	71
detailed placement	275.3	-1.395	8.059	71
CTS	281.5	0	8.242	72
global route	281.5	0	8.242	72
finish	281.5	0	8.242	72
[timing repair]
| item | CTS | global route |
|---|---|---|
| endpoints found under the setup margin | 4 | 0 |
| resized | 21 | 0 |
| setup buffers | 1 | 0 |
[path summary, 6_finish.rpt]
check              end  cells after the start  slack, ns
setup / recovery  c[2]                      5       0.03
hold / removal    c[3]                      6       1.30
Power and IR drop assume default switching activity.
