`config.mk`:
```
export PLATFORM = sky130hd
export DESIGN_NAME = addsub
export DESIGN_NICKNAME = addsub
export VERILOG_FILES = /design/flow/design.v
export SDC_FILE = /design/flow/constraint.sdc
export NUM_CORES = 4
export LEC_CHECK = 1
export CORE_AREA = 10 10 70 70
export DIE_AREA = 0 0 80 80
```
`constraint.sdc`:
```
current_design addsub

set clk_period 6.5
set clk_io_pct 0.2

create_clock -name clk0 -period $clk_period

set non_clock_inputs [all_inputs -no_clocks]
set_input_delay [expr $clk_period * $clk_io_pct] -clock clk0 $non_clock_inputs
set_output_delay [expr $clk_period * $clk_io_pct] -clock clk0 [all_outputs]
```
`design.v`:
```
module addsub(input [7:0]a,b,output reg[7:0]ad,sb);
  task asb;
    input [7:0]x,y;
    output [7:0]c,d;
    begin
      c=x+y;
      d=x-y;
    end
  endtask
  always@(*)
    begin
      asb(a,b,ad,sb);
    end
endmodule
```
`run.sh`:
```
#!/bin/bash
# OpenROAD 26Q1-2900-gdf79404cd8, Yosys 0.63+post, stock flow scripts
make -C /OpenROAD-flow-scripts/flow DESIGN_CONFIG=/design/flow/config.mk WORK_HOME=/design/flow/orfs finish
```
==> results.cfg <==
; physical design summary
[hold_path]
whs_path_depth = 4
worstHoldStart = b[0]
worst_hold_check_path_type = primary input to output pin
whs_endpoint = ad[0]

[floorplanning]
die_height_um = 80
die_area_um2 = 6400
die_w_um = 80
standard_cell_core_area_um2 = 3420
placement_rows = 21
num_io_pins = 32
initial_utilization = 0.188

[placement]
dp_cells = 158
post-place-ws_ps = 1510
io_buffer_count = 32
detailed_place_hpwl_um = 1540
globalplace.congestion = 0.879

[synthesis]
ys_seq_share = 0
post-synth-top-area-fraction = 0.273
synthesis.area_per_instance_um2 = 7.54
syn_inst = 85
synthesis.yosys.warnings = 1
synthTopCellsByCount = sky130_fd_sc_hd__inv_1 (15), sky130_fd_sc_hd__ha_1 (14), sky130_fd_sc_hd__xnor2_1 (7)
topCellsByArea = sky130_fd_sc_hd__ha_1 (27%), sky130_fd_sc_hd__xnor2_1 (9.6%), sky130_fd_sc_hd__inv_1 (8.8%)
top_area_cell = sky130_fd_sc_hd__ha_1
yosys-stat-cells = 85
post_synth_num_cell_types = 29
top_cell = sky130_fd_sc_hd__inv_1
synth-area-yosys_um2 = 641
synth.cell_area_um2 = 641

[worst_setup_path]
crit_arrival_ps = 3680
crit_path_start_kind = primary input
worstPathCellList = clkdlybuf4s50_1, inv_1, ha_1, nor2b_1, o31a_4, or4b_1, o2111ai_1, clkdlybuf4s50_1
endpoint_kind = output pin
worst-path-max-fanout = 4
required_ps = 5200
cpLargestDelayFamily = buffers and inverters
timing.critical_path.slowest_cell_delay_ps = 510
crit_type = primary input to output pin
cp_num_buf_inv = 3
slowest_stage = sky130_fd_sc_hd__clkdlybuf4s50_1
timing.critical_path.mode_cell = sky130_fd_sc_hd__clkdlybuf4s50_1

[layout]
nFillCells = 376
clock_buffers = 0
areaGrowthSynthToFinish_pct = 54.1
layout.cells.non_filler = 158
register_area_um2 = 0
nFlopsAndLatches = 0
layout_cells_sized_above_1 = 0.00893

[detailed_routing]
postRouteWirelength_um = 1650
total_number_of_vias = 602
route.antenna.remaining_nets = 0
remaining_drc_errors = 0
antenna-diode-count = 0
routed_wire_length_per_instance_um = 10.4
first_iter_violations = 20
drt_first_pass_iters = 4
vias_per_cell = 3.81

[global_route]
grt_start_max_net_pins = 12
antenna_found_initial = 0
first_global_vias = 673
grt_pass1_wl_um = 2930
grt_util_all_layers = 0.0540
grt.overflow.total = 0

[sta]
final.setup.worst_slack_ps = 1520
fmax_achieved_mhz = 201
grt_setup_unrepaired = no
setup_violations = 0
min_period_over_period = 0.766
timing.final.hold_violations = 0
finalCriticalPeriod_ps = 4980
final_max_slew_viol_count = 0
tns_setup_ps = 0
timing.max_slew.rel_slack = 0.786
worst_pin_slew_ps = 319

[job]
cap_viol_max_count = 0
warning_count = 39

[pwr]
power_density_nw_per_um2 = 96.0
power.ir.vdd_worst_v = 0.0000178
leakage_nw = 0.425

[run_status]
status = complete, no violations

[clock_tree]
postCtsSetupBuffers = 0
cts.hold.buffers_added = 0
ctsResizeCount = 0
## tightest hold or removal path, delay by kind of cell
family / cells / cell delay, ps
buffers and inverters: 3 / 920
adder cells (fa/ha/maj): 1 / 120
## per-stage QoR
stage | area, µm² | total power (W) | hold WS (ps) | util
finish | 987 | 0.0000948 | 3640 | 0.289
global route | 987 | 0.000108 | 3700 | 0.289
CTS | 987 | 0.0000980 | 3650 | 0.289
detailed placement | 987 | 0.0000976 | 3650 | 0.289
global placement | 987 | 0.0000974 | 3660 | 0.289
floorplan | 641 | 0.0000424 | 2710 | -
## cell usage in the layout, fill, tap and decap left out, types with 4 or more instances in the layout
master | synthesis | layout
sky130_fd_sc_hd__clkdlybuf4s50_1 | 0 | 32
sky130_fd_sc_hd__inv_1 | 15 | 15
sky130_fd_sc_hd__ha_1 | 14 | 14
sky130_fd_sc_hd__xnor2_1 | 7 | 7
sky130_fd_sc_hd__a21oi_1 | 6 | 6
sky130_fd_sc_hd__xor2_1 | 4 | 4
sky130_fd_sc_hd__nor2_1 | 4 | 4
## worst max path at each step
stage	slack, ps	to	from	depth (start not counted)
4_1_cts	1500	sb[5]	b[1]	8
5_1_grt	1360	sb[5]	b[1]	8
6_report	1520	sb[5]	b[1]	8
## cell families after synthesis
logic type                 synth area share
buffers and inverters                 0.137
xor gates and xnor gates              0.150
AOI/OAI and AO/OA                     0.232
and+or+nand+nor                       0.145
adders and majority gates             0.336
## power breakdown
| part | leakage, nW | internal (W) | total (W) | switching [W] |
|---|---|---|---|---|
| Clock | 0 | 0 | 0 | 0 |
| Sequential | 0 | 0 | 0 | 0 |
| Combinational | 0.425 | 0.0000613 | 0.0000948 | 0.0000335 |
| Total | 0.425 | 0.0000613 | 0.0000948 | 0.0000335 |
## routing by layer
layer  up-vias  part of all wire  global-route usage
met1       248              0.41              0.0659
met4         0                 0                   0
li1        340                 -                   -
met2        14              0.49              0.0939
met3         0              0.10              0.0193
met5         -                 0                   0
## area by class of cell
| class | count | area, µm² | share of cell area |
|---|---|---|---|
| Inverter | 15 | 56.3 | 0.0570 |
| Multi-Input combinational cell | 65 | 553 | 0.560 |
| Tap cell | 46 | 57.6 | 0.0583 |
| Timing Repair Buffer | 32 | 320 | 0.324 |
Power figures rest on the tool's default switching activity, not on a simulated workload.
